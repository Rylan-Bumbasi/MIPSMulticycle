$ cat ./design.v
`timescale 1ns / 1ps
module adder#(parameter WL = 32)
             (input [WL-1:0] in1, in2, 
              output reg [WL-1:0] out);
always @* out = in1 + in2;
endmodule
$ cat ./run.sh
#!/bin/bash
# OpenROAD 26Q1-2900-gdf79404cd8, Yosys 0.63+post, stock flow scripts
make -C /OpenROAD-flow-scripts/flow DESIGN_CONFIG=/design/flow/config.mk WORK_HOME=/design/flow/orfs finish
$ cat ./config.mk
export PLATFORM = sky130hd
export DESIGN_NAME = adder
export DESIGN_NICKNAME = adder
export VERILOG_FILES = /design/flow/design.v
export SDC_FILE = /design/flow/constraint.sdc
export NUM_CORES = 4
export LEC_CHECK = 1
export CORE_AREA = 10 10 85 85
export DIE_AREA = 0 0 95 95
$ cat ./constraint.sdc
current_design adder

set clk_period 18.1
set clk_io_pct 0.2

create_clock -name clk0 -period $clk_period

set non_clock_inputs [all_inputs -no_clocks]
set_input_delay [expr $clk_period * $clk_io_pct] -clock clk0 $non_clock_inputs
set_output_delay [expr $clk_period * $clk_io_pct] -clock clk0 [all_outputs]
==> results_dict.tcl <==
# collected from the flow reports
set metrics [dict create \
    outcome "finished, final reports clean" \
    seq_area_um2 0 \
    whs_ps 8269 \
    vdd_ir_drop_max_uv 16.08 \
    end_kind "primary output" \
    clock_buffers 0 \
    fp_util 0.3187 \
    yosys_area_um2 1744 \
    diodes 0 \
    grt_antenna_before_repair 0 \
    common_cells "31 x ha_1, 29 x a21oi_1, 19 x a21o_1" \
    antenna_left 0 \
    die-height_um 95 \
    io_pins 96 \
    finalCriticalPeriod_ps 10160 \
    core_area_um2 5473 \
    top_cell "ha_1" \
    area.growth.synth_to_final_pct 57.75 \
    critPathLaunchType "input pin" \
    die_w_um 95 \
    gp_congestion 0.9243 \
    final_layout_size_suffix_gt1_frac 0.03067 \
    power.total_uw 106.1 \
    ys_cells 241 \
    grt_use_total 0.1240 \
    topCellsByArea "ha_1 22%, a21oi_1 8.3%, a21o_1 8.2%" \
    wire_per_inst_um 14.48 \
    netlist_area_um2 1744 \
    ys_warn_count 1 \
    power_density_nw_per_um2 38.56 \
    cp_max_fo 4 \
    path_class "in -> out" \
    cts_resized 0 \
    portBuffers 96 \
    power_leakage_nw 1.176 \
    vias 2058 \
    avgSynthCellArea_um2 7.237 \
    final_max_slew_viol_count 0 \
    cts_setup_buffers 0 \
    warnings 32 \
    crit_start "in1[0]" \
    ys_types 50 \
    grt_pass1_vias 1992 \
    fin_cells 398 \
    seq_cells 0 \
    fmax_ghz 0.09840 \
    drc_errors 0 \
    max_cap_viol_count 0 \
    synth_top_cell_by_area "ha_1" \
    worstHoldStart "in2[0]" \
    grt_max_degree 11 \
    fin_area_um2 2751 \
    finalSetupViolations 0 \
    routed_via_density 5.171 \
    dr.first_iter.drc_count 42 \
    finalClockPeriodUsage 0.5615 \
    synthCells 241 \
    dieArea_um2 9025 \
    grt_pass1_wl_um 9453 \
    routed_wl_um 5763 \
    placed_area_um2 2751 \
    rows 27 \
    dpl.hpwl_um 5130 \
    grt_overflow 0 \
    place_inst 398 \
    rsz0062_at_grt "false" \
    tightest_slew_ps 559.7 \
    arrival_ps 6540 \
    timing_hold_violations_final 0 \
    postCtsHoldBufs 0 \
    fin_tns_setup_ps 0 \
    dr.pass1.iters 4 \
    synth_seq_share 0 \
    min_path_type "in -> out" \
    top_area_frac 0.2224 \
    critPathRequiredTime_ps 14480 \
    relSlewSlack 0.6172 \
]
-- metrics by stage --
step / utilization / worst slack (ps)
detailed placement: 0.5027 / 7930
finish: 0.5027 / 7937
global route: 0.5027 / 7685
floorplan: - / 9035
global placement: 0.5027 / 7952
CTS: 0.5027 / 7920
-- cell type report --
| cell class | count | area (um^2) |
|---|---|---|
| fill | 564 | 2721 |
| tap | 72 | 90.09 |
| multi-input combinational | 224 | 1678 |
| inverter | 6 | 22.52 |
| timing repair buffer | 96 | 960.9 |
-- final timing paths --
check / slack [ps] / cells after the start / end
setup / recovery: 7940 / 11 / out[26]
hold / removal: 8270 / 3 / out[0]
-- critical path, stage by stage --
cell and delay, ps:
clkdlybuf4s50_1 400, ha_1 240, fa_1 400, a21o_1 220, a31o_2 280, nand3_1 90, o221ai_1 220, a311oi_1 320
o21bai_1 100, xor2_1 130, clkdlybuf4s50_1 500
-- placed cells by master, fill, tap and decap left out, types with 6 or more instances in the layout --
master	synthesis	final
a21oi_1	29	29
xor2_1	15	15
nand2_1	18	18
xnor2_1	13	13
nand3_1	10	10
o21ai_0	13	13
clkdlybuf4s50_1	0	96
ha_1	31	31
a21o_1	19	19
nand4_1	8	8
nor2_1	12	12
inv_1	6	6
-- metal layers --
metal | global-route usage | share of wire | routed length, um
met2 | 0.2094 | 0.44 | 2527
met3 | 0.02724 | 0.092 | 528
met4 | 0 | 0 | 0
met1 | 0.1682 | 0.47 | 2707
met5 | 0 | 0 | 0
-- kinds of logic after synthesis --
logic type | Yosys count | share of synthesized area
compound gates | 97 | 0.3931
xor+xnor | 28 | 0.1406
fa+ha+maj | 32 | 0.2339
mux | 2 | 0.01148
buf+inv | 17 | 0.03802
simple gates | 65 | 0.1829
-- power by group --
| part | internal (mW) | switching [mW] | total, mW |
|---|---|---|---|
| Combinational | 0.0642 | 0.0419 | 0.106 |
| Clock | 0 | 0 | 0 |
| Sequential | 0 | 0 | 0 |
| Total | 0.0642 | 0.0419 | 0.106 |
Power is estimated from default activity; no workload was simulated.
